$ cat flow/design.v
`timescale 1ns / 1ps
module clk_divider 
		#(parameter DIVIDER1=4, 
		  parameter DIVIDER2=4, 
		  parameter BASE_FREQUENCY=100, 
		  parameter PHASE_SHIFT=0)(
		input clk_in, 
		output reg clk_out1,
		output reg clk_out1_inv,
		output reg clk_out2,
		output reg clk_out2_inv,
		output wire LOCKED);
		integer ctr1 = 0;
		integer ctr2 = 0;
	task inc_divider1;
	begin
		if(DIVIDER1 == 0)
			begin
			clk_out1 <= ~clk_out1;
			clk_out1_inv <= ~clk_out1_inv;
			end
		else
		begin
			if(ctr1 < DIVIDER1 - 3)
				ctr1  <= ctr1 + 1;
			else begin
				ctr1  <= 0;
				clk_out1 <= ~clk_out1;
				clk_out1_inv <= ~clk_out1_inv;
			end
		end
	end
	endtask
	task inc_divider2;
	begin
		if(DIVIDER2 == 0)
			begin
			clk_out2 <= ~clk_out2;
			clk_out2_inv <= ~clk_out2_inv;
			end
		else
		begin
			if(ctr2 < DIVIDER2 - 3)
			begin
				ctr2  <= ctr2 + 1;
			end
			else begin
				ctr2  <= 0;
				clk_out2 <= ~clk_out2;
				clk_out2_inv <= ~clk_out2_inv;
			end
		end
	end
	endtask
	initial begin
		clk_out1 <= 0;
		clk_out1_inv <= 1;
		clk_out2 <= 0;
		clk_out2_inv <= 1;
	end
	always @ (posedge clk_in) begin
		inc_divider1();
		inc_divider2();
	end
    assign LOCKED = 1;
endmodule
`timescale 1ns / 1ps
module UART_Module #(
    parameter BASE_FREQUENCY_MHZ = 100,
    parameter BAUDRATE = 9600,
    parameter DATA_LENGTH = 8,
    parameter STOPBITS = 1,
    parameter PARITY = 0
) (
    input wire clk_in,
    input wire rx,
    output reg tx,
    input wire [7:0] data,
    input wire start,
    output reg active,
    output reg ready
);
  parameter maxStates = 4;
  parameter START_BIT_STATE = 0;
  parameter DATA_TRANSMISSION_STATE = 1;
  parameter PARITY_BIT_STATE = 2;
  parameter STOP_BIT_STATE = 3;
  parameter IDLE_STATE = 4;
  parameter integer DIVIDER = BASE_FREQUENCY_MHZ * 1e6 / BAUDRATE / 2;
  wire clk_out;
  wire LOCKED;
  reg [3:0] state_ctr = START_BIT_STATE;
  reg [5:0] data_ctr;
  reg [31:0] idle_ctr;
  reg stop_bit_ctr = 0;
  reg [3:0] parity_ctr = 0;
  clk_divider #(
      .DIVIDER1(DIVIDER),
      .BASE_FREQUENCY(BASE_FREQUENCY_MHZ),
      .PHASE_SHIFT(0)
  ) dev (
      .clk_in  (clk_in),
      .clk_out1(clk_out),
      .LOCKED  (LOCKED)
  );
  task inc_state;
    begin
      if (state_ctr < maxStates) state_ctr <= state_ctr + 1;
      else state_ctr <= 0;
    end
  endtask
  initial begin
    tx = 1'b1;
    state_ctr = 0;
    data_ctr = 0;
    idle_ctr = 0;
    active <= 0;
    parity_ctr <= 0;
  end
  always @(posedge clk_out) begin
    case (state_ctr)
      START_BIT_STATE: begin
        active <= 0;
        if (LOCKED == 1 && start == 1) begin
          tx = 1'b0;
          inc_state();
        end
      end
      DATA_TRANSMISSION_STATE: begin
        active <= 1;
        if (data_ctr == DATA_LENGTH - 1) inc_state();
        tx = data[data_ctr];
        parity_ctr = parity_ctr + data[data_ctr];
        data_ctr = data_ctr + 1;
      end
      PARITY_BIT_STATE: begin
        if (PARITY == 0) tx = data_ctr[0];
        else tx = ~data_ctr[0];
        data_ctr   = 0;
        parity_ctr = 0;
        inc_state();
      end
      STOP_BIT_STATE: begin
        if (STOPBITS == 2 && stop_bit_ctr == 1) inc_state();
        else if (STOPBITS == 1) inc_state();
        stop_bit_ctr = 1;
        tx = 1'b1;
      end
      IDLE_STATE: begin
        stop_bit_ctr = 0;
        active <= 0;
        ready  <= 1;
        tx = 1'b1;
        inc_state();
      end
    endcase
  end
endmodule
`timescale 1ns / 1ps
module UART_top_module #(
    parameter BASE_FREQUENCY = 100000000,
    parameter BAUDRATE = 9600,
    parameter DATA_LENGTH = 8,
    parameter STOPBITS = 1,
    parameter PARITY = 0
) (
    input wire clk,
    input wire start,
    input wire [7:0] value,
    input wire UartRx,
    output wire UartTx,
    output reg active,
    output reg ready
);
  parameter IDLE_CYCLES = 100;
  parameter START_SENDING = 0;
  parameter WAIT_FOR_FINISHED_HIGH = 1;
  parameter WAIT_FOR_FINISHED_LOW = 2;
  parameter IDLE = 3;
  reg start_sending;
  wire submodule_active;
  reg [7:0] value_reg;
  reg [3:0] current_state;
  integer start_ctr;
  parameter UART_CYCLE = (BASE_FREQUENCY / BAUDRATE) * 2;
  UART_Module #(
      .BASE_FREQUENCY_MHZ(BASE_FREQUENCY / 1000000),
      .BAUDRATE(BAUDRATE),
      .STOPBITS(STOPBITS),
      .PARITY(PARITY),
      .DATA_LENGTH(DATA_LENGTH)
  ) uart_module (
      .clk_in(clk),
      .rx(UartRx),
      .tx(UartTx),
      .data(value_reg),
      .start(start_sending),
      .active(submodule_active)
  );
  initial begin
    start_sending <= 0;
    value_reg <= 0;
    current_state <= 0;
    start_ctr <= 0;
  end
  always @(posedge clk) begin
    case (current_state)
      START_SENDING: begin
        ready  <= 0;
        active <= 0;
        if (start == 1) begin
          value_reg <= value;
          start_sending <= 1;
          current_state <= WAIT_FOR_FINISHED_HIGH;
        end
      end
      WAIT_FOR_FINISHED_HIGH: begin
        active <= 1;
        if (submodule_active == 1) begin
          start_sending <= 0;
          current_state <= WAIT_FOR_FINISHED_LOW;
        end
      end
      WAIT_FOR_FINISHED_LOW: begin
        if (submodule_active == 0) begin
          current_state <= IDLE;
        end
      end
      IDLE: begin
        active <= 0;
        ready <= 1;
        current_state <= 0;
      end
    endcase
  end
endmodule
$ cat flow/run.sh
#!/bin/bash
# OpenROAD 26Q1-2900-gdf79404cd8, Yosys 0.63+post, stock flow scripts
make -C /OpenROAD-flow-scripts/flow DESIGN_CONFIG=/design/flow/config.mk WORK_HOME=/design/flow/orfs finish
$ cat flow/config.mk
export PLATFORM = sky130hd
export DESIGN_NAME = UART_top_module
export DESIGN_NICKNAME = UART_top_module
export VERILOG_FILES = /design/flow/design.v
export SDC_FILE = /design/flow/constraint.sdc
export NUM_CORES = 4
export LEC_CHECK = 1
export CORE_UTILIZATION = 40
$ cat flow/constraint.sdc
current_design UART_top_module

set clk_period 3.9
set clk_io_pct 0.2

create_clock -name clk0 -period $clk_period [get_ports {clk}]

set non_clock_inputs [all_inputs -no_clocks]
set_input_delay [expr $clk_period * $clk_io_pct] -clock clk0 $non_clock_inputs
set_output_delay [expr $clk_period * $clk_io_pct] -clock clk0 [all_outputs]
==> impl_metrics.toml <==
# implementation run metrics
[cells_and_area]
final_area_um2 = 3080
area_delta_synth_final_pct = 11.0
drive_above_1_share_pct = 4.81
comb_area_um2 = 1270
regArea_um2 = 1420
instances_no_fill = 368
largest_reg_flops = 32
fillerInstances = 627

[timing]
max-slew-margin-rel_pct = 50.5
tns_ps = 0
setup_viol = 0
worst_pin_slew_ps = 741
fmax_ghz = 0.420
report.final.slew_viol_count = 0
worst_slack_ps = 1520
unclocked_regs = 12
finalClockPeriodUsage_pct = 61.0
rsz0062_at_grt = "no"
skew_ps = 6.39
finalHoldViolCount = 0
untimed_endpoints = 24
holdWs_ps = 473
period_needed_ps = 2380

[global_routing]
grt_pass1_wl_um = 8140
grt_usage_pct = 14.2
grt_pass1_vias = 1791
grt_max_degree = 18
antenna_found_initial = 0
overflow = 0

[clocking]
cts-root-buf = "clkbuf_8"
clkTransAtPathRegs_ps = 80
postCtsSetupRepairBufs = 0
cts_tree = "built"
cts_hold_buf = 0
ctsResizeCount = 0
clock_latency_ps = 290
h-tree-depth = 2
clock_path_buffers = 2
numCtsBuffers = 5

[synthesis]
synthesis.area_um2 = 2780
synth_cells = 278
ys_area_um2 = 2780
postSynthSeqShare_pct = 51.2
yosysUniqueCellTypes = 36
yosys_warnings = 4
avgSynthCellArea_um2 = 9.99
ys_cells = 278
ys.flops = 58

[die]
die_h_um = 85.3
die_x_um = 85.3
pin_count = 14
die-area_um2 = 7280
core_um2 = 6530
fp_util_pct = 42.5
num_rows = 29

[routing]
antenna_left = 0
wl_um = 4700
diodes = 0
dr.pass1.iters = 4
routed_via_density = 5.14
num_vias = 1891
drc_errors = 0
drt-initial-drc-count = 51
routedWlPerCell_um = 12.8

[power]
powerDensity_nw_per_um2 = 344
ir_drop_mv = 0.171
p_leak_nw = 1.08

[flow_run]
drv_cap = 0
warnings = 34

[setup_path]
required_ps = 3900
r2r_setup_slack_ps = 1520
arrival_ps = 2380
critPathTopFamily = "AND-OR/OR-AND gates"
endpoint_kind = "flop"
worst_path_max_delay_cell = "a31oi_2"
startpoint_type = "flop"
worstPathCellList = "or4_1 -> a211o_1 -> a31oi_2 -> buf_4"
critical_path_buf_inv_count = 1
cpPeakStageDelay_ps = 550
worstSetupPathType = "flop to flop"
critPathMaxFanout = 17

[placed_design]
place_inst = 360
dp_hpwl_um = 3340
placed_area_um2 = 2980
io_buffers = 12
preCtsSetupSlack_ps = 1510
place.gp.congestion = 0.826

[outcome]
status = "complete, no violations"

[hold_path]
min_path_type = "flop to flop"
cell usage after synthesis:
library cell | instances | area share, %
nand4_1 | 10 | 2.3
a221oi_1 | 1 | 0.32
o21a_1 | 1 | 0.27
and3_1 | 5 | 1.1
a211o_1 | 1 | 0.32
or3_1 | 2 | 0.45
xor2_1 | 10 | 3.2
nand2_1 | 13 | 1.8
or2_2 | 2 | 0.45
and2_1 | 6 | 1.4
nor2_1 | 44 | 5.9
nor4_2 | 1 | 0.45
nand3_1 | 17 | 3.1
a21oi_1 | 5 | 0.90
mux2_2 | 1 | 0.41
dfxtp_1 | 32 | 23
edfxtp_1 | 26 | 28
and4_1 | 4 | 1.3
inv_1 | 17 | 2.3
clkbuf_1 | 7 | 0.95
ha_1 | 12 | 5.4
buf_2 | 1 | 0.18
xnor2_1 | 22 | 6.9
or4_1 | 2 | 0.54
o21ai_0 | 4 | 0.72
nor3_1 | 7 | 1.3
o211ai_1 | 1 | 0.27
a31oi_1 | 2 | 0.45
nor4_1 | 11 | 2.5
o41a_1 | 1 | 0.41
mux4_2 | 2 | 1.6
nand2b_1 | 1 | 0.23
a211oi_1 | 2 | 0.54
o22ai_1 | 1 | 0.23
conb_1 | 1 | 0.14
nor2b_1 | 3 | 0.68
cells in the final DEF (no fill, tap or decap), types with 2 or more instances in the layout:
cell type,Yosys,routed
and3_1,5,5
o21ai_0,4,4
or2_2,2,2
edfxtp_1,26,26
nand3_1,17,17
ha_1,12,12
clkbuf_8,0,5
and2_1,6,6
nor3_1,7,7
nor2b_1,3,3
mux4_2,2,2
nand2_1,13,13
xor2_1,10,10
a21oi_1,5,5
nor2_1,44,44
xnor2_1,22,22
or4_1,2,2
and4_1,4,4
inv_1,17,17
nor4_1,11,11
nand4_1,10,10
a211oi_1,2,2
dfxtp_1,32,32
clkdlybuf4s50_1,0,12
or3_1,2,2
routing by layer:
layer  up-vias  wire length (um)  GRT usage [%]
li1        991                 -              -
met4         0                29           1.52
met5         -                 0              0
met2        29              2120           21.8
met1       869              2380           23.2
met3         2               165           2.17
worst paths after layout:
| kind | endpoint | from | cells after the start |
|---|---|---|---|
| worst max-delay path | uart_module.dev.clk_out1$_DFFE_PN_ | uart_module.dev.ctr1[11]$_SDFF_PN0_ | 4 |
| worst min-delay path | uart_module.dev.ctr1[0]$_SDFF_PN0_ | uart_module.dev.ctr1[0]$_SDFF_PN0_ | 1 |
| worst max register to register | uart_module.dev.clk_out1$_DFFE_PN_ | uart_module.dev.ctr1[11]$_SDFF_PN0_ | 4 |
| worst min register to register | uart_module.dev.ctr1[0]$_SDFF_PN0_ | uart_module.dev.ctr1[0]$_SDFF_PN0_ | 1 |
worst reg2reg max path, stage by stage, from the launching register on:
cell and delay, ps:
dfxtp_1 380, or4_1 540, a211o_1 250, a31oi_2 550, buf_4 350
final cells by class:
type | instances | share of cell area (%)
inverter | 17 | 2.07
multi-input combinational | 195 | 41.1
sequential | 58 | 46.1
tap | 77 | 3.13
clock inverter | 2 | 1.10
clock buffer | 6 | 2.35
timing repair buffer | 13 | 4.14
kinds of logic after synthesis:
family                     after synthesis  share of synthesized area [%]
muxes                                    3                           2.03
adders and majority gates               12                           5.41
other                                    1                          0.135
and+or+nand+nor                        128                           23.3
xor gates and xnor gates                32                           10.1
AOI/OAI and AO/OA                       19                           4.42
DFF                                     58                           51.2
buffers and inverters                   25                           3.42
per-stage QoR:
stage	util (%)	power [W]
finish	47.2	0.00106
CTS	47.2	0.00108
global placement	45.6	0.000727
floorplan	-	0.000675
global route	47.2	0.00112
detailed placement	45.6	0.000732
where the power goes:
| group | switching (W) | leakage, nW | internal, W |
|---|---|---|---|
| Sequential | 0.0000178 | 0.502 | 0.000561 |
| Combinational | 0.0000717 | 0.526 | 0.0000694 |
| Clock | 0.000152 | 0.0528 | 0.000189 |
Power is estimated from default activity; no workload was simulated.
